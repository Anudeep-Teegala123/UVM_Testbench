==> flow/design.v <==
module alu_eightbit(
  input     logic [7:0]   a_i,
  input     logic [7:0]   b_i,
  input     logic [2:0]   op_i,
  output    logic [7:0]   alu_o
);
  typedef enum bit[2:0] {ADD=3'b000,SUB,SLL,LSR,AND,OR,XOR,EQL} alu_op;
  alu_op op;
  always_comb begin
    op=alu_op'(op_i);
    case (op)
      ADD : alu_o = a_i + b_i;  
      SUB : alu_o = a_i - b_i;  
      SLL : alu_o = a_i << b_i;  
      LSR : alu_o = a_i >> b_i;  
      AND : alu_o = a_i & b_i;  
      OR  : alu_o = a_i | b_i;  
      XOR : alu_o = a_i ^ b_i;  
      EQL : alu_o = (a_i == b_i) ? 8'h1:8'h0;  
      default: alu_o = 0;
    endcase
  end
endmodule
==> flow/run.sh <==
#!/bin/bash
# OpenROAD 26Q1-2900-gdf79404cd8, Yosys 0.63+post, stock flow scripts
make -C /OpenROAD-flow-scripts/flow DESIGN_CONFIG=/design/flow/config.mk WORK_HOME=/design/flow/orfs finish
==> flow/config.mk <==
export PLATFORM = sky130hd
export DESIGN_NAME = alu_eightbit
export DESIGN_NICKNAME = alu_eightbit
export VERILOG_FILES = /design/flow/design.v
export SDC_FILE = /design/flow/constraint.sdc
export NUM_CORES = 4
export LEC_CHECK = 1
export CORE_AREA = 10 10 114 114
export DIE_AREA = 0 0 124 124
==> flow/constraint.sdc <==
current_design alu_eightbit

set clk_period 5.2
set clk_io_pct 0.2

create_clock -name clk0 -period $clk_period

set non_clock_inputs [all_inputs -no_clocks]
set_input_delay [expr $clk_period * $clk_io_pct] -clock clk0 $non_clock_inputs
set_output_delay [expr $clk_period * $clk_io_pct] -clock clk0 [all_outputs]
==> summary.log <==
qor: yosys.synthesized_instance_count 243
qor: min_path.worstHoldPathType input port to output port
qor: final_layout.area_added_between_synthesis_and_finish 26.40%
qor: final_timing.timing_max_transition_violations_final 0
qor: final_timing.finalWorstPathRequiredPeriod 4.948 ns
qor: placement.placed_area 2151 µm²
qor: grt.wire_length_of_the_first_global_routing_pass 9425 µm
qor: clock_network.hold_buffers_post_cts 0
qor: yosys.ys_types 54
qor: worst_setup_path.slowest_delay 0.58 ns
qor: clock_network.post-cts-setup-buffer-count 0
qor: final_timing.max_clock_freq 202.1 MHz
qor: floorplanning.io_pins 27
qor: power_and_ir_drop.ir_drop 29.36 µV
qor: clock_network.cts_resized 0
qor: final_timing.grt_setup_unrepaired false
qor: worst_setup_path.worst_path_dominant_cell_family buffers and inverters
qor: final_layout.finish.utilization 20.65%
qor: placement.setup_ws_pre_cts 0.2669 ns
qor: final_timing.worst_slew_margin_rel 63.28%
qor: worst_setup_path.critical_path_maximum_fanout 6
qor: yosys.yosys_area 1702 µm²
qor: final_timing.final_setup_margin 0.2520 ns
qor: power_and_ir_drop.power-per-cell-area 86.81 nW/µm²
qor: final_layout.area.sequential 0 µm²
qor: yosys.yosys_cells 243
qor: yosys.synth_area_leader_cell sky130_fd_sc_hd__ha_1
qor: flow_run.maxCapViolCount 0
qor: worst_setup_path.cp_required 4.16 ns
qor: outcome.status finished clean
qor: worst_setup_path.crit_path_frequent_cell sky130_fd_sc_hd__clkdlybuf4s50_1
qor: floorplanning.fp-row-count 37
qor: route.drc 0
qor: yosys.common_cells 28 x sky130_fd_sc_hd__a21oi_1, 28 x sky130_fd_sc_hd__inv_1, 27 x sky130_fd_sc_hd__nand2_1
qor: route.route.antenna.diode_count 0
qor: final_timing.worst_slew_pin_slew 0.5467 ns
qor: worst_setup_path.setup.worst_path.end_class output port
qor: worst_setup_path.crit_cells 11
qor: min_path.worstHoldPathCells 6
qor: floorplanning.chip_area 15380 µm²
qor: worst_setup_path.timing.critical_path.from_type input port
qor: power_and_ir_drop.power_leakage 0.8899 nW
qor: final_timing.timing_hold_violations_final 0
qor: yosys.ys_top_cells_by_area sky130_fd_sc_hd__ha_1 17%, sky130_fd_sc_hd__a21oi_1 8.2%, sky130_fd_sc_hd__inv_1 6.2%
qor: grt.grt-ovfl-total 0
qor: final_layout.fraction_of_final_layout_cells_sized_beyond_drive_strength_1 10.11%
qor: final_layout.final_layout_fill_cell_count 1163
qor: floorplanning.core_area 10420 µm²
qor: route.pre_repair_dr_iteration_count 4
qor: final_layout.ff_count 0
qor: final_timing.fin_crit_sh 95.15%
qor: route.detailroute.via_count 1854
qor: final_layout.final_layout_clock_buffer_total 0
qor: placement.gp_routability_congestion 0.9659
qor: route.detail-route-antenna-nets 0
qor: yosys.post-synth-top-area-fraction 16.91%
qor: final_timing.timing.final.setup_violations 0
qor: worst_setup_path.setup.worst_path.class input port to output port
qor: floorplanning.fp_util 16.34%
qor: final_timing.tns 0 ns
qor: yosys.syn_area_per_cell 7.003 µm²
qor: yosys.netlist_area 1702 µm²
qor: grt.grtUsageTotal 7.600%
qor: grt.grt_pass1_vias 1788
qor: route.wl_per_cell 14.69 µm
qor: route.viasPerCell 4.600
qor: grt.antenna_violations_before_repair 0
qor: yosys.ys_seq_share 0%
qor: placement.place_hpwl 4954 µm
qor: grt.grt_start_max_net_pins 27
qor: route.first_iter_violations 119
qor: worst_setup_path.crit_arrival 3.91 ns
qor: flow_run.warnings 47
qor: route.drt_wl_total 5922 µm
qor: placement.numPortBuffers 27
qor: final_layout.stdcell_area 2151 µm²
qor: worst_setup_path.critical_path.cell_chain clkdlybuf4s50_1, inv_1, ha_1, fa_1, o21bai_1, a21oi_1, o31ai_1, mux2i_1, o21ai_0, o211ai_1, clkdlybuf4s50_1
qor: floorplanning.chipWidth 124 µm
qor: worst_setup_path.critical_path_buf_inv_count 3
qor: yosys.yosys_warning_total 1
qor: worst_setup_path.crit_path_top_delay_cell sky130_fd_sc_hd__clkdlybuf4s50_1
qor: floorplanning.chipHeight 124 µm
==> final cells by class <==
cell class / count / area, µm² / area share (%)
Timing Repair Buffer: 41 / 375.4 / 17.45
Tap cell: 136 / 170.2 / 7.912
Multi-Input combinational cell: 198 / 1500 / 69.75
Inverter: 28 / 105.1 / 4.887
==> stage by stage <==
step                cells  hold WS (ns)  power (mW)
floorplan             243         2.251      0.1124
global placement      403         3.364      0.1861
detailed placement    403         3.359      0.1868
CTS                   403         3.360      0.1873
global route          403         3.421      0.2054
finish                403         3.327      0.1867
==> kinds of logic after synthesis <==
| family | count (synthesis) | synth area share (%) |
|---|---|---|
| compound gates | 84 | 32.94 |
| xor+xnor | 7 | 3.603 |
| buf+inv | 45 | 11.84 |
| mux | 16 | 12.50 |
| fa+ha+maj | 25 | 19.27 |
| simple gates | 66 | 19.85 |
==> layer usage <==
metal / part of all wire (%) / global-route usage, % / routed length (µm)
met5: 0 / 0 / 0
met4: 0 / 0 / 0
met3: 6.7 / 1.377 / 397
met2: 48 / 12.65 / 2855
met1: 45 / 10.70 / 2669
==> placed cells by master, fill, tap and decap left out, drive strengths merged, types with 3 or more instances in the layout <==
master / synthesis / layout
nor2: 9 / 9
or3: 3 / 3
a31oi: 3 / 3
nand2: 28 / 28
clkdlybuf4s50: 0 / 27
inv: 28 / 28
xnor2: 5 / 5
o21bai: 3 / 3
a211oi: 4 / 4
mux2i: 10 / 10
o21ai: 15 / 15
nand2b: 4 / 4
a21o: 4 / 4
buf: 6 / 14
a221o: 3 / 3
nor2b: 4 / 4
a22oi: 3 / 3
nor3: 3 / 3
nand3: 8 / 8
ha: 23 / 23
mux4: 4 / 4
a21oi: 28 / 28
==> power breakdown <==
group	switching [mW]	internal [mW]
Clock	0	0
Combinational	0.0984	0.0883
Sequential	0	0
Total	0.0984	0.0883
==> worst paths after layout <==
check	from	endpoint	slack, ns
worst max-delay path	a_i[0]	alu_o[6]	0.25
worst min-delay path	b_i[3]	alu_o[2]	3.33
Power figures rest on the tool's default switching activity, not on a simulated workload.
